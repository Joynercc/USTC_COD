$ cat ./run.sh
#!/bin/bash
# OpenROAD 26Q1-2900-gdf79404cd8, Yosys 0.63+post, stock flow scripts
make -C /OpenROAD-flow-scripts/flow DESIGN_CONFIG=/design/flow/config.mk WORK_HOME=/design/flow/orfs finish
$ cat ./config.mk
export PLATFORM = sky130hd
export DESIGN_NAME = EX_MEM
export DESIGN_NICKNAME = EX_MEM
export VERILOG_FILES = /design/flow/design.v
export SDC_FILE = /design/flow/constraint.sdc
export NUM_CORES = 4
export LEC_CHECK = 1
export CORE_UTILIZATION = 40
$ cat ./constraint.sdc
current_design EX_MEM

set clk_period 1.0
set clk_io_pct 0.2

create_clock -name clk0 -period $clk_period [get_ports {clk}]

set non_clock_inputs [all_inputs -no_clocks]
set_input_delay [expr $clk_period * $clk_io_pct] -clock clk0 $non_clock_inputs
set_output_delay [expr $clk_period * $clk_io_pct] -clock clk0 [all_outputs]
$ cat ./design.v
`timescale 1ns/1ps
module EX_MEM (
    input clk ,
    input rst ,
    input RegWrite_EX ,
    input MemWrite_EX ,
    input [1 : 0] MemtoReg_EX ,
    input [31 : 0] ALU_result_EX ,
    input [31 : 0] reg_read_data_2_EX ,
    input [4 : 0] reg_write_address_EX ,
    input [31 : 0] PC_EX ,
    output reg [31 : 0] PC_MEM ,
    output reg RegWrite_MEM ,
    output reg MemWrite_MEM ,
    output reg [1 : 0] MemtoReg_MEM ,
    output reg [31 : 0] ALU_result_MEM ,
    output reg [31 : 0] reg_read_data_2_MEM ,
    output reg [4 : 0] reg_write_address_MEM 
); 
always @(posedge clk or posedge rst) begin
    if (rst == 1) begin
        RegWrite_MEM <= 0 ;
        MemWrite_MEM <= 0 ;
        MemtoReg_MEM <= 0 ;
        ALU_result_MEM <= 0 ;
        reg_read_data_2_MEM <= 0 ;
        reg_write_address_MEM <= 0 ;
        PC_MEM <= 0 ;
    end
    else begin
        RegWrite_MEM <= RegWrite_EX ;
        MemWrite_MEM <= MemWrite_EX ;
        MemtoReg_MEM <= MemtoReg_EX ;
        ALU_result_MEM <= ALU_result_EX ;
        reg_read_data_2_MEM <= reg_read_data_2_EX ;
        reg_write_address_MEM <= reg_write_address_EX ;     
        PC_MEM <= PC_EX ;   
    end
end
endmodule  
==> results.txt <==
State of the implementation.

- Looking at the clock tree report, the maximum root-to-sink buffer count equals 2.
- The multi-input combinational cells in the finished layout cover a total of 0 um2.
- The number of antenna-violating nets in the routed design is 0, for reference.
- The relative max-transition margin is between 80% and 90%, for reference.
- Counting distinct cell types in the post-synthesis netlist gives 2.
- STA classifies the critical path startpoint as a flip-flop.
- Once the floorplan was initialized, standard cells occupied 41.4% of the core.
- The final critical path time including I/O delays and setup is 1.06 ns, for reference.
- The wire length recorded after detailed routing is ~6700 um.
- The die width is 83.1 um, for reference.
- The largest individual stage delay along the critical path comes from the cell sky130_fd_sc_hd__dfrtp_1.
- In this run switching power makes up between 10% and 20% of total power.
- The share of synthesized cell area in full adder, half adder and majority cells is 0%, for reference.
- The most critical min-delay path falls under in -> reg.
- The violation tally from detailed-route iteration zero is 39, for reference.
- The number of cell instances after yosys synthesis is 106, for reference.
- The report gives the cell count of the worst hold path as 1.
- The placeable core region is 0.00635 mm2, for reference.
- The detailed-placement wirelength estimate is 5200 um, for reference.
- The number of global-route vias before repair is 1994, for reference.
- Row generation in the floorplan step produced 29 rows.
- Setup repair after global routing could not meet its margin everywhere.
- Dividing the final minimum period by the clock period gives 106%.
- Summed over all cells, the static leakage comes to 0.00219 uW.
- The initial antenna violation count is 0, for reference.
- The number of multi-input combinational cells is 0, for reference.
- The yosys warning tally is 1, for reference.
- The final reports fail on negative setup slack.
- The pin count of the biggest net entering global routing is 36, for reference.
- The clock root buffer is sky130_fd_sc_hd__clkbuf_8, for reference.
- The net switching component of the power is around 1500 uW, for reference.
- The multiplexer area fraction after synthesis is 0%, for reference.
- The portion of total power attributed to sequential cells is 57.8%, for reference.
- The tightest hold margin is 0.282 ns, for reference.
- Looking at the clock tree report, the H-tree level count equals 3.
- The worst setup path is captured at an output port.
- On the critical path the largest part of the delay comes from flip-flops.
- The count of buffering cells on the critical path with inverters included is 1, for reference.
- The power report attributes to the combinational group a share of 9.0%.
- The area growth from synthesis to layout is 74.8%.
- The number of warnings in the stage logs is 29, for reference.
- The maximum fanout count along the critical path is 1, for reference.
- In the post-route analysis, the smallest setup slack over all paths is -0.0552 ns.
- After detailed routing, the average wire length per cell comes to 16.2 um.
- The detailed-routing iteration count for the pre-antenna-repair pass is 3, for reference.
- Per the power-grid run, VDD falls by no more than around 1500 uV.
- The vias after detailed routing is 1760, for reference.
- The slew at the pin closest to its max-slew limit is 0.185 ns, for reference.
- The prevailing logic family in the synthesized netlist is buffers and inverters, for reference.
- The post-detailed-placement cell area is 0.00492 mm2, for reference.
- For the worst setup path, the data required time is 0.80 ns.
- The power per standard cell area is 1690 mW/mm2, for reference.
- The share of synthesized cell area in and, or, nand and nor gates is 0%, for reference.
- Global routing finished with a remaining overflow of 0.
- 212 I/O pins were placed.
- The count of hold buffers inserted by post-cts repair is 0, for reference.
- The number of design rule violations left after detail routing is 0, for reference.
- TritonCTS built the clock tree.
- The xor/xnor cell area share of the yosys netlist is 0%, for reference.
- The classification of the worst setup path is reg -> out, for reference.
- CTS added clock buffers totalling 9.
- For reference, compound AND-OR and OR-AND cells occupy 0% of the area reported after synthesis.
- Antenna repair during routing inserted a diode count of 0.
- The cell count along the critical path is 1, for reference.
- The flow ran to the end, but the final reports show violations.
- The startpoint of the lowest-slack hold path is ALU_result_EX[8], for reference.
- The share of the Yosys chip area taken by registers is ~100%.
- The sink count of the clock tree is between 100 and 150, for reference.
- The highest clock rate is 948 MHz, for reference.
- The highest cell delay on the worst timing path is ~0.39 ns, for reference.
- The total routing resource utilization after global routing is 21.5%, for reference.
- The routed design shows a via density per instance of 4.27.
- The mapped netlist covers 0.00263 mm2.
- The cell type that accounts for the most area after synthesis is sky130_fd_sc_hd__dfrtp_1.
- Per the final layout report, the fraction of cells sized above drive strength 1 comes to 37.0%.
- The share of synthesized area in the top cell type comes to 99.9%.
- The total of flip-flops plus latches after synthesis is 105, for reference.
- In this run the critical path is formed by buf_2.
- Hold-check failures listed in the final report amount to 0.
- The number of max-slew violations in the final report is 0, for reference.
- The number of buffers added on ports is 211, for reference.
- Per report_power, the clock group accounts for 33.1% of the total.
- The overall die area is between 0.006 and 0.007 mm2, for reference.
- The final design instance area without fill is ~0.0046 mm2, for reference.
- The die height is 83.1 um, for reference.
- The first global-routing pass estimated 10400 um of wire.
- The registers of the reported paths see a clock transition of 0.09 ns.
- The data arrival at the endpoint of the critical path is approximately 0.86 ns, for reference.
- The critical path starts at PC_MEM[31]$_DFF_PP0_.
- The max-capacitance violation count is 0, for reference.
- RePlAce ended its routability-driven mode at a weighted congestion of between 0.7 and 0.8.
- The tally of non-filler cells in the final layout is around 410, for reference.
- The synthesized netlist has a Yosys-reported chip area of around 0.0026 mm2.
- Counting every instance in the synthesized netlist gives 106.
- Counting tap cells, the placed design contains a total of 398 instances.
- Yosys attributes the largest share of cell area to sky130_fd_sc_hd__dfrtp_1 (100%), sky130_fd_sc_hd__inv_1 (0.14%).
- The per-instance average area after synthesis is 24.8 um2, for reference.
- In the power breakdown, the internal column shows 6310 uW.
- The number of endpoints failing setup at the final stage is 105, for reference.
state kept, by name, summed over array words and instances (netlist names):
name,cells
reg_write_address_MEM,5
RegWrite_MEM,1
MemtoReg_MEM,2
ALU_result_MEM,32
PC_MEM,32
reg_read_data_2_MEM,32
MemWrite_MEM,1
what timing repair did:
item / 4_1_cts / 5_1_grt
setup buffers: 0 / 0
pin swaps: 0 / 0
gates cloned: 0 / 0
resized: 330 / 0
endpoints found under the setup margin: 105 / 105
power by group through the flow:
stage / Clock (uW) / Sequential (uW) / Combinational [uW]
after CTS: 2670 / 4510 / 724
after global routing: 2830 / 4520 / 767
final: 2580 / 4500 / 704
synthesized netlist by cell type:
cell / number
sky130_fd_sc_hd__inv_1: 1
sky130_fd_sc_hd__dfrtp_1: 105
routing by layer:
layer | part of all wire, % | GRT usage, % | up-vias
li1 | - | - | 772
met1 | 33 | 28.3 | 857
met2 | 52 | 35.1 | 126
met3 | 14 | 11.5 | 5
met4 | 0.95 | 1.72 | 0
met5 | 0 | 0 | -
cell families after synthesis:
family and count (synthesis):
flops 105, buf+inv 1
path summary, 6_finish.rpt:
| check | to | slack (ns) |
|---|---|---|
| max | PC_MEM[31] | -0.06 |
| min | ALU_result_MEM[8]$_DFF_PP0_ | 0.28 |
| max in group asynchronous | PC_MEM[7]$_DFF_PP0_ | 0.48 |
| min in group asynchronous | reg_read_data_2_MEM[18]$_DFF_PP0_ | 0.32 |
metrics by stage:
| step | total power, uW | worst slack (ns) | utilization, % | TNS [ns] |
|---|---|---|---|---|
| 2_1_floorplan | 4600 | -0.460 | - | -48.25 |
| 3_3_place_gp | 5510 | -0.0153 | 77.5 | -0.0248 |
| 3_5_place_dp | 5520 | -0.0172 | 77.5 | -0.0427 |
| 4_1_cts | 7900 | -0.0837 | 72.5 | -4.26 |
| 5_1_grt | 8130 | -0.106 | 72.5 | -6.92 |
| 6_report | 7780 | -0.0552 | 72.5 | -1.88 |
area by class of cell:
| cell class | instances | area [um2] |
|---|---|---|
| Inverter | 1 | 7.51 |
| Clock inverter | 2 | 37.5 |
| Fill cell | 448 | 1750 |
| Timing Repair Buffer | 215 | 1670 |
| Clock buffer | 12 | 165 |
| Sequential cell | 105 | 2630 |
| Tap cell | 77 | 96.3 |
cells in the final DEF, fill, tap and decap left out, drive strengths merged:
cell type	instances
clkdlybuf4s50	106
clkbuf	12
clkinvlp	2
dfrtp	105
buf	109
bufinv	1
No activity file was given, so power comes from the tool's default toggle rates.

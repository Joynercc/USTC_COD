===== flow/design.v =====
`timescale 1ns/1ps
module Regfile (
    input rst ,
    input clk ,
    input [4 : 0] reg_read_address_1 ,
    input [4 : 0] reg_read_address_2 ,
    input [4 : 0] reg_read_address_3 ,
    output [31 : 0] reg_read_data_1 ,
    output [31 : 0] reg_read_data_2 ,
    output [31 : 0] reg_read_data_3 ,
    input reg_write_en ,
    input [4 : 0] reg_write_address ,
    input [31 : 0] reg_write_data 
);
reg [31 : 0] reg_file [0 : 31];
integer i;
assign reg_read_data_1 = reg_file [reg_read_address_1];
assign reg_read_data_2 = reg_file [reg_read_address_2];
assign reg_read_data_3 = reg_file [reg_read_address_3];
always @(negedge clk or posedge rst) begin
    if (rst == 1)begin
        for (i = 0 ; i < 32 ; i = i + 1)begin
            reg_file[i] <= 32'b0 ; 
        end
    end
    else if(reg_write_address != 5'b0 && reg_write_en == 1)begin
        reg_file[reg_write_address] <= reg_write_data ;
    end
end
endmodule  

===== flow/run.sh =====
#!/bin/bash
# OpenROAD 26Q1-2900-gdf79404cd8, Yosys 0.63+post, stock flow scripts
make -C /OpenROAD-flow-scripts/flow DESIGN_CONFIG=/design/flow/config.mk WORK_HOME=/design/flow/orfs finish

===== flow/constraint.sdc =====
current_design Regfile

set clk_period 15.8
set clk_io_pct 0.2

create_clock -name clk0 -period $clk_period [get_ports {clk}]

set non_clock_inputs [all_inputs -no_clocks]
set_input_delay [expr $clk_period * $clk_io_pct] -clock clk0 $non_clock_inputs
set_output_delay [expr $clk_period * $clk_io_pct] -clock clk0 [all_outputs]

===== flow/config.mk =====
export PLATFORM = sky130hd
export DESIGN_NAME = Regfile
export DESIGN_NICKNAME = Regfile
export VERILOG_FILES = /design/flow/design.v
export SDC_FILE = /design/flow/constraint.sdc
export NUM_CORES = 4
export LEC_CHECK = 1
export CORE_UTILIZATION = 30

==> run summary <==
The full implementation flow was run.

STA lists the maximum fanout along the critical path as 4. The wire length reported by the detailed router stands at 414,700 µm. The initial core utilization stands at 0.3019. Post-CTS timing repair inserted 0 buffers for setup. The final cell utilization of the core stands at 0.3534.

The routed layout reports a DRC error count of 0. Among all flip-flop cells after synthesis, the most frequent one is dfrtn_1. STA puts the critical path data arrival time at 11.57 ns. The detail-routed net length per standard cell stands at 51.45 µm.

The areal power density over the cells stands at 125.0 mW/mm². The flip-flop and latch count after synthesis stands at 1,024. The non-filler instance count after layout stands at 8,061. The via count of the first global-routing pass came to 57,540. The total die area stands at 0.1931 mm². Per the slew report, the remaining headroom to the max-slew limit stands at 0.1726. The first detailed-routing pass took 17 iterations.

The longest incremental delay of any stage on the critical path is reported as 0.88 ns. The measured slew at the worst slew-check pin stands at 1.232 ns. The cell count after synthesis stands at 5,371. Setup repair after global routing left no endpoint under its margin. By area the synthesized netlist is led by dfrtn_1, mux2_2, a22oi_1. The post-CTS hold buffer count recorded in the log is 0. The number of antenna violations at the first check in global routing stands at 42. The top cell type's share of synthesized area stands at 0.4463. For the worst-skew pair, the clock arrives at the later sink with an insertion delay of 0.71 ns. The average vias per placed instance stands at 7.580. The register with the most flip-flops in the layout has 1,024 of them.

Pins over their slew limit in the final report were tallied at 0. The overall power after layout stands at 8.404 mW. Of all cell types, the one taking the most synthesized area is dfrtn_1. The clock slew at the register clock pins of the worst setup and hold paths stands at 0.05 ns. For reference, the placement row count at floorplan is 160.

By startpoint and endpoint, the worst setup path is classified as flop to output pin. Total global-route track usage over all layers is 0.4361. The final weighted congestion of routability-driven global placement stands at 1.133. Endpoints failing hold in the final report were tallied at 0. The worst clock skew stands at 0 ns. The post-synth count of flops with an enable pin is 0.

Per the STA report, the cell with the highest stage delay on the worst path is nor4_1. CTS placed an instance of clkbuf_16 at the clock tree root. Note, the detailed placer reported a final HPWL of 250,800 µm. The largest net degree at the start of global routing stands at 120. In this run, the number of DRC markers left after iteration 0 of detailed routing was 9,757. The final layout report lists a filler cell count of 18,720. The report counts max-capacitance violations totalling 0.

The post-synthesis instance area stands at 0.05742 mm². The maximum resistive drop on vdd stands at 0.1094 mV. The count of warning messages emitted by the tools stands at 69.

The clock H-tree reported by CTS has 3 levels. The flow ran to the end, but the final reports show violations. Counting distinct cell types in the post-synthesis netlist gives 69. The number of cells upsized or downsized after cts stands at 0. The floorplan step set the die width to 439.5 µm.

The final global-route overflow total stands at 0. The final reports fail on antenna violations. The worst-case setup margin in the final layout stands at 1.072 ns.

The share of cells above drive strength 1 stands at 0.2929. The Yosys step of the flow raised 2 warnings. The average size of a mapped cell stands at 10.69 µm². STA classifies the critical path startpoint as a flop. The synthesized netlist was found by Yosys to have 5,371 cells. The cell count after placement stands at 7,763.

The largest registers in the layout are reg_file: 1024 flops. The register share after synthesis stands at 0.4463. The buffer_ports step reported a buffer count of 150. The required time reported for the critical path endpoint stands at 12.64 ns.

After synthesis, the share of flip-flops with an asynchronous set or reset is 1.000. The worst slack at placement stands at 1.535 ns. The worst setup path is captured at an output pin.

The CTS report gives the tree buffer count as 115. The power report puts the leakage power at 28.00 nW. In this run the worst hold path is classified as flop to flop. TritonCTS built the clock tree. In the synthesis report, Yosys lists the chip area as 0.05742 mm².

The first global-routing pass estimated 545,600 µm of wire. Once detail routing completed, the nets flagged for antenna violations numbered 1. Per the CTS log, the buffer count on the longest clock path is 3.

The floorplan step set the die height to 439.5 µm. The number of vias after detailed routing stands at 61,100. The final report lists the setup-violating endpoint count as 0. The register with the most flip-flops in the final layout is reg_file. The area of the core stands at 0.1902 mm². The number of sinks handled by clock tree synthesis stands at 1,024. The area added between synthesis and finish stands at 17.05%. According to the I/O placement log, the pin count is 151. Listed in order, past its start point the critical path passes mux4_2, nand2_1, o2111ai_1, nor4_1, a21oi_1, clkdlybuf4s50_1.
[metal layers]
| layer | routed length (µm) | global-route usage | up-vias |
|---|---|---|---|
| met5 | 1024 | 0.07767 | - |
| met1 | 137900 | 0.4854 | 30240 |
| met4 | 47370 | 0.3533 | 42 |
| met2 | 157300 | 0.5515 | 6894 |
| li1 | - | - | 21000 |
| met3 | 71070 | 0.3105 | 2931 |
[power by group]
group	switching (mW)	internal (mW)	leakage, nW
registers	0.799	3.16	13.1
logic	0.701	0.624	12.8
clock network	1.27	1.85	2.10
total	2.77	5.63	28.0
[cell usage after synthesis, drive strengths merged, types with 8 or more instances]
cell type  instances
mux2            1006
a2111oi            9
o22a               8
nor2             258
nor2b             24
nand4            173
or3b               9
o32a               8
a221oi            40
nand3             68
dfrtn           1024
or3               12
and3              18
nor3             102
o21ai             30
nand3b            13
mux2i             20
nand2            337
a31oi             16
a21oi            138
clkbuf           234
and4              16
a22o              53
buf              346
nor4              46
nand2b            16
a32oi             17
a222oi            37
a22oi           1205
[per-stage QoR]
| stage | setup TNS, ns | hold WS, ns | area (µm²) |
|---|---|---|---|
| floorplan | -9201.97 | 0.4336 | 57420 |
| global placement | 0 | 0.3714 | 62690 |
| detailed placement | 0 | 0.3744 | 62690 |
| CTS | 0 | 0.3743 | 67000 |
| global route | 0 | 0.3886 | 67030 |
| finish | 0 | 0.3739 | 67210 |
[worst paths after layout]
path	slack, ns	to	cells after the start	startpoint
hold / removal	0.37	reg_file[0][27]	0	reg_file[0][27]
setup reg to reg	14.78	reg_file[29][20]	1	reg_file[29][20]
min in group asynchronous	10.64	reg_file[25][16]	2	rst
max in group asynchronous	3.41	reg_file[14][7]	4	rst
setup / recovery	1.07	reg_read_data_1[31]	6	reg_file[25][31]
hold reg to reg	0.37	reg_file[0][27]	0	reg_file[0][27]
[cell usage in the layout (no fill, tap or decap), types with 19 or more instances in the layout]
cell,n
a22oi_1,1205
dfrtn_1,1024
mux2_2,926
nand2_1,324
buf_4,294
nand4_1,173
nor2_1,151
clkdlybuf4s50_1,142
a21oi_1,138
clkbuf_16,117
nor2_4,103
nor3_1,101
diode_2,81
mux2_1,80
nand3_1,67
a22o_1,53
nor4_1,43
a221oi_1,40
a222oi_1,37
o21ai_0,30
clkbuf_8,25
clkinv_2,23
bufinv_16,23
mux2i_1,20
nor2b_1,19
[critical path, delay by kind of cell (launching register included)]
| family | cells | cell delay (ns) |
|---|---|---|
| flip-flops | 1 | 0.47 |
| AND-OR/OR-AND | 2 | 0.49 |
| multiplexers | 1 | 0.51 |
| AND/OR/NAND/NOR | 2 | 0.96 |
| buffers and inverters | 1 | 0.52 |
[cells by family (layout without fill, tap and decap cells)]
group           Yosys count  after routing  synth area share
mux                    1027           1027            0.2012
buf+inv                 587            685           0.04696
other cells               0             81                 0
simple gates           1122           1122           0.09719
compound gates         1611           1611            0.2084
flops                  1024           1024            0.4463
[cell type report]
class                   count  area (µm²)  area share
repair buffers            461        4009     0.05965
well taps                2511        3142     0.04675
clock buffers             150        3302     0.04913
inverters                   7       30.03   0.0004468
flip-flops and latches   1024       25620      0.3813
clock inverters            67        1015     0.01510
diodes                     81       202.7    0.003016
multi-input cells        3760       29880      0.4446
Power and IR drop assume default switching activity.
